==> flow/design.v <==
module sevenSeg(input  logic [3:0] s,
                output logic [6:0] seg);
    always_comb
        case(s)
            4'b0000: seg = 7'b100_0000;  
            4'b0001: seg = 7'b111_1001;  
            4'b0010: seg = 7'b010_0100;  
            4'b0011: seg = 7'b011_0000;  
            4'b0100: seg = 7'b001_1001;  
            4'b0101: seg = 7'b001_0010;  
            4'b0110: seg = 7'b000_0010;  
            4'b0111: seg = 7'b111_1000;  
            4'b1000: seg = 7'b000_0000;  
            4'b1001: seg = 7'b001_1000;  
            4'b1010: seg = 7'b000_1000;  
            4'b1011: seg = 7'b000_0011;  
            4'b1100: seg = 7'b010_0111;  
            4'b1101: seg = 7'b010_0001;  
            4'b1110: seg = 7'b000_0110;  
            4'b1111: seg = 7'b000_1110;  
            default: seg = 7'b000_0000;
        endcase
endmodule
module mux24(input  logic [3:0] d0, d1,
			 input  logic s,
			 output logic [3:0] y);
	assign y = s ? d1 : d0;
endmodule
module multiplexDisplay(input  logic clk, reset,
						output logic multiplex, disp1, disp2);
	logic [27:0] counter = '0;
	logic [27:0] thresh = 28'd250000;
	always_ff @(posedge clk, posedge reset)
		if (reset)
			begin
				counter <= '0;
				multiplex <= '0;
			end
		else if (counter >= thresh)
			begin
				counter <='0;
				multiplex <= ~multiplex;
			end
		else
			begin
				multiplex <= multiplex;
				counter <= counter + 1'b1;
			end
	assign disp1 = multiplex;
	assign disp2 = ~multiplex;
endmodule
module ledSum(input  logic [3:0] a, b,
			  output logic [7:0] leds);
	logic [4:0] sum;
	assign sum = a + b;
	assign leds[7:3] = sum;
	assign leds[2:0] = 3'b000;
endmodule
module lab2_KM (input  logic clk, reset,
				input  logic [3:0] s1, s2,
				output logic [7:0] led,
				output logic [6:0] seg,
				output logic disp1, disp2);
	logic multiplex;
	logic [3:0] switches;
	logic [4:0] sum;
	multiplexDisplay chooseDisplay(clk, reset, multiplex, disp1, disp2);
	mux24 switchMux(s1, s2, multiplex, switches);
	sevenSeg sevenSegDisp(switches, seg);
	ledSum displaySum(s1, s2, led);
endmodule
==> flow/run.sh <==
#!/bin/bash
# OpenROAD 26Q1-2900-gdf79404cd8, Yosys 0.63+post, stock flow scripts
make -C /OpenROAD-flow-scripts/flow DESIGN_CONFIG=/design/flow/config.mk WORK_HOME=/design/flow/orfs finish
==> flow/config.mk <==
export PLATFORM = sky130hd
export DESIGN_NAME = lab2_KM
export DESIGN_NICKNAME = lab2_KM
export VERILOG_FILES = /design/flow/design.v
export SDC_FILE = /design/flow/constraint.sdc
export NUM_CORES = 4
export LEC_CHECK = 1
export CORE_AREA = 10 10 104 104
export DIE_AREA = 0 0 114 114
==> flow/constraint.sdc <==
current_design lab2_KM

set clk_period 2.5
set clk_io_pct 0.2

create_clock -name clk0 -period $clk_period [get_ports {clk}]

set non_clock_inputs [all_inputs -no_clocks]
set_input_delay [expr $clk_period * $clk_io_pct] -clock clk0 $non_clock_inputs
set_output_delay [expr $clk_period * $clk_io_pct] -clock clk0 [all_outputs]
==> ci_impl_report.md <==
### Flow metrics

| Metric | Value |
|---|---|
| Top area cells in the synthesized netlist | `sky130_fd_sc_hd__dfrtp_1, sky130_fd_sc_hd__ha_1, sky130_fd_sc_hd__nor2_4` |
| Run status | `finished clean` |
| Kind of start point of the critical path | `input pin` |
| Estimated wirelength of the detail-placed design | `2.56 mm` |
| Maximum single-stage delay on the critical path | `520 ps` |
| Cycle use final | `97.9%` |
| Via count of the first global-routing pass | `1309` |
| Number of core rows | `34` |
| Fp_density | `20.4%` |
| Pwr/cell area | `458 nW/um2` |
| Die boundary width | `114 um` |
| Overall die height | `114 um` |
| Wire length of the first global-routing pass | `6.08 mm` |
| Number of instances in the synthesized netlist | `173` |
| CTS Buf Count | `5` |
| Number of detailed-routing iterations run before antenna repair | `4` |
| Yosys cell count | `173` |
| Cell breakdown of the critical path | `clkdlybuf4s15_1 > buf_6 > ha_4 > fa_2 > clkdlybuf4s50_1` |
| Overflow left after global routing | `0` |
| Worst slew pin tran | `628 ps` |
| Total global routing track utilization | `5.44%` |
| Final setup TNS | `0 ps` |
| Slack of the worst reg-to-reg path | `660 ps` |
| Clock tree from TritonCTS | `built` |
| Static leakage power | `1.14 nW` |
| Maximum achievable frequency | `409 MHz` |
| CORE AREA | `8680 um2` |
| Highest-delay cell along the critical path | `sky130_fd_sc_hd__fa_2` |
| Final weighted congestion of routability-driven global placement | `0.800` |
| Mapped cell area | `1770 um2` |
| Arr. time, crit path | `1950 ps` |
| Final critical delay including setup and external delays | `2450 ps` |
| Vias after detailed routing | `1418` |
| Unrepaired setup endpoints after global routing | `no` |
| Die footprint | `13000 um2` |
| Layout-stage area growth over the synthesis result | `43.2%` |
| Hold violation count in the final report | `0` |
| Maximum root-to-sink buffer count | `2` |
| Number of enable flip-flop cells | `0` |
| Post-synth cell types | `41` |
| Area of the synthesized netlist per yosys stat | `1770 um2` |
| Post-synth regs | `29` |
| Post-Synthesis Mean Instance Area | `10.2 um2` |
| Final standard cell utilization of the core | `29.2%` |
| Initial antenna violation count | `0` |
| Synth Flop Type | `sky130_fd_sc_hd__dfrtp_1` |
| DR DRC count | `0` |
| Max capacitance violation total | `0` |
| Number of warnings in the stage logs | `32` |
| Fillers | `900` |
| Cell type with the largest total area after synthesis | `sky130_fd_sc_hd__dfrtp_1` |
| Sum of buffers and inverters on the critical path | `3` |
| Number of I/O port buffers | `23` |
| Warnings from Yosys | `2` |
| CTS clock-pin slew for the worst setup and hold paths | `60 ps` |
| Worst clock skew on the final layout | `7.39 ps` |
| Number of non-filler instances in the completed layout | `343` |
| Kind of critical path | `in -> out` |
| Largest net degree at the start of global routing | `30` |
| Final setup vio count | `0` |
| Remaining antenna violation count after routing | `0` |
| Cells after DPL | `328` |
| Rel. slew slack | `57.9%` |
| Largest type area fraction | `41.0%` |
| Boundary Pins | `27` |
| CP Capture Type | `output port` |
| Root buffer selected by CTS | `sky130_fd_sc_hd__clkbuf_8` |
| Htree depth | `2` |
| Detailed-route wire length | `3.68 mm` |
| Async set-or-reset flop fraction in the synthesized netlist | `100%` |
| Clock insertion delay at the later pin of the skew report | `280 ps` |
| DR iter-0 viols | `59` |
| Clock Sinks | `29` |
| Hold Crit Class | `reg -> reg` |
| Detail-routed via count per cell | `4.13` |
| Wire length per cell after detailed routing | `10.7 um` |
| Max-slew violations | `0` |
| Largest fanout on the critical path | `2` |
| Worst vdd ir | `0.000322 V` |
| Highest-count cells in the layout ignoring fill and taps | `sky130_fd_sc_hd__dfrtp_1, sky130_fd_sc_hd__buf_4, sky130_fd_sc_hd__conb_1, sky130_fd_sc_hd__nand2_1, sky130_fd_sc_hd__nor2_1` |
| Most frequent standard cell in the layout excluding fill and tap cells | `sky130_fd_sc_hd__dfrtp_1` |
| Part of the Yosys area used for sequential elements | `41.0%` |
| Largest delay contributor family on the critical path | `buffers and inverters` |
| Critical path data required time | `2000 ps` |
| Share of cells above drive strength 1 | `29.4%` |
| Number of diodes added for antenna fixing | `0` |
| Power after layout | `0.00116 W` |
## worst reg2reg max path: cells and delay by family, from the launching register on
family                 cells  cell delay, ps
AOI/OAI and AO/OA          1             550
buffers and inverters      1             320
DFF                        1             430
and+or+nand+nor            3             450
## logic make-up (layout without fill, tap and decap cells)
logic type	count (synthesis)	count (layout)	share of synthesized area, %
simple gates	70	70	23.9
flops	29	29	41.0
compound gates	25	25	10.1
xor+xnor	15	15	7.43
buf+inv	15	65	4.81
fa+ha+maj	12	12	8.92
mux	6	6	3.61
other cells	1	13	0.212
## path summary, 6_finish.rpt
check	to	startpoint	depth (start not counted)
max	led[4]	s1[0]	5
min	chooseDisplay.counter[17]	chooseDisplay.counter[17]	2
max reg2reg	chooseDisplay.counter[4]	chooseDisplay.counter[14]	5
min reg2reg	chooseDisplay.counter[17]	chooseDisplay.counter[17]	2
max in group asynchronous	chooseDisplay.multiplex	reset	3
min in group asynchronous	chooseDisplay.counter[1]	reset	3
## routing by layer
layer	up-vias	track usage (%)	wire (um)
li1	710	-	-
met4	0	0.919	46
met1	677	8.07	1840
met2	25	7.90	1610
met3	6	1.44	184
met5	-	0	0
## synthesized netlist by cell type, types with 2 or more instances
| master | number |
|---|---|
| sky130_fd_sc_hd__nand2_1 | 12 |
| sky130_fd_sc_hd__nor2_2 | 2 |
| sky130_fd_sc_hd__dfrtp_1 | 29 |
| sky130_fd_sc_hd__buf_4 | 3 |
| sky130_fd_sc_hd__nor4_1 | 4 |
| sky130_fd_sc_hd__xnor2_1 | 7 |
| sky130_fd_sc_hd__nor2_4 | 8 |
| sky130_fd_sc_hd__nand4_1 | 5 |
| sky130_fd_sc_hd__or2_1 | 2 |
| sky130_fd_sc_hd__and3_1 | 5 |
| sky130_fd_sc_hd__ha_1 | 11 |
| sky130_fd_sc_hd__a31oi_1 | 2 |
| sky130_fd_sc_hd__a21o_1 | 4 |
| sky130_fd_sc_hd__xor2_1 | 8 |
| sky130_fd_sc_hd__nor3_1 | 2 |
| sky130_fd_sc_hd__mux2_2 | 3 |
| sky130_fd_sc_hd__mux2i_1 | 3 |
| sky130_fd_sc_hd__nand3_1 | 10 |
| sky130_fd_sc_hd__inv_1 | 9 |
| sky130_fd_sc_hd__a21oi_1 | 6 |
| sky130_fd_sc_hd__or3_1 | 2 |
| sky130_fd_sc_hd__nor2_1 | 12 |
| sky130_fd_sc_hd__o21ai_0 | 6 |
## flip-flops by register name, indices dropped and copies added, names as in the netlist
name,count
chooseDisplay.counter,28
chooseDisplay.multiplex,1
## area by class of cell
cell class	count	area, um2	area share (%)
Multi-Input combinational cell	141	1090	43.1
Sequential cell	29	727	28.7
Timing Repair Buffer	48	419	16.6
Tap cell	108	135	5.34
Clock buffer	6	82.6	3.26
Inverter	9	38.8	1.53
Clock inverter	2	37.5	1.48
## through the flow
stage	area, um2	hold WS, ps	setup slack [ps]
2_1_floorplan	1810	502	431
3_3_place_gp	2260	531	-459
3_5_place_dp	2260	535	-478
4_1_cts	2460	550	-78.1
5_1_grt	2530	573	6.16
6_report	2530	548	53.4
## report_power, final
| group | internal [W] | switching (W) |
|---|---|---|
| sequential | 0.000478 | 0.00000356 |
| combinational | 0.000103 | 0.0000744 |
| clock | 0.000324 | 0.000178 |
## repair_timing
action,CTS,global route
buffers inserted,3,4
gates cloned,0,0
setup endpoints to repair,11,7
gates resized,31,19
hold buffers,0,0
pin swaps,10,9
Power figures rest on the tool's default switching activity, not on a simulated workload.
